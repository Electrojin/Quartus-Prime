$ cat design/flow/run.sh
#!/bin/bash
# OpenROAD 26Q1-2900-gdf79404cd8, Yosys 0.63+post, stock flow scripts
make -C /OpenROAD-flow-scripts/flow DESIGN_CONFIG=/design/flow/config.mk WORK_HOME=/design/flow/orfs finish
$ cat design/flow/config.mk
export PLATFORM = sky130hd
export DESIGN_NAME = bcd_adder
export DESIGN_NICKNAME = bcd_adder
export VERILOG_FILES = /design/flow/design.v
export SDC_FILE = /design/flow/constraint.sdc
export NUM_CORES = 4
export LEC_CHECK = 1
export CORE_AREA = 10 10 70 70
export DIE_AREA = 0 0 80 80
$ cat design/flow/constraint.sdc
current_design bcd_adder

set clk_period 4.9
set clk_io_pct 0.2

create_clock -name clk0 -period $clk_period

set non_clock_inputs [all_inputs -no_clocks]
set_input_delay [expr $clk_period * $clk_io_pct] -clock clk0 $non_clock_inputs
set_output_delay [expr $clk_period * $clk_io_pct] -clock clk0 [all_outputs]
$ cat design/flow/design.v
module bcd_adder(A, B, Cin, Sum, Cout);
    input [3:0] A, B;
    input Cin;
    output reg [3:0] Sum;
    output reg Cout;
    reg [4:0] Z;
    always @* begin
        Z = A + B + Cin;
        if (Z > 9) begin
            Sum = Z + 6;
            Cout = 1;
        end
        else begin
            Sum = Z;
            Cout = 0;
        end
    end
endmodule
==> results.toml <==
# yosys + openroad results
[final_timing]
period_used_pct = 97.78
worst_pin_slew_ps = 476.9
holdWs_ps = 2769
post-route-min-period_ps = 4791
finalHoldViolCount = 0
setup_viol = 0
relSlewSlack_pct = 68.21
max_freq_mhz = 208.7
drv_slew = 0

[routing]
vias_per_cell = 2.733
vias = 235
wirelength_um = 715
drt_first_pass_iters = 2
ant_nets = 0
wl_per_cell_um = 8.314
drc = 0
diodes = 0
drt_iter0_markers = 4

[power_and_ir_drop]
pwr-share-comb_pct = 100.0
p_sw_share_pct = 35.09
p_switching_uw = 29.06
leakage_uw = 0.0001765
ir_worst_vdd_mv = 0.04025
power.density_nw_per_um2 = 181.8
pwr-share-seq_pct = 0
power.internal_uw = 53.76
clockPowerShare_pct = 0

[final_layout]
logic_area_sq_um = 217.7
register_area_sq_um = 0
seq_cell_count = 0
areaGrowthSynthToFinish_pct = 115.4
stdcell_area_sq_um = 455.4
drive_above_1_share_pct = 25.00
final_util_pct = 13.33
clkbuf_count = 0
nFillCells = 386

[logic_synthesis]
postSynthCellCount = 22
synth_top_cell_by_area = "ha_1"
syn_area_per_cell_sq_um = 9.612
yosys_warnings = 1
yosys_cells = 22
synthTopCellsByCount = "ha_1, a21oi_1, fa_1, inv_1, xnor2_1"
yosysMostFrequentCell = "ha_1"
yosys-top-cells-area = "ha_1, fa_1, o31ai_4"
synthDominantCellAreaShare_pct = 23.67
syn_area_sq_um = 211.5
yosysSeqAreaShare_pct = 0
ys_types = 14
ys_area_sq_um = 211.5

[global_route]
grt_pass1_wl_um = 1166
grt_start_max_net_pins = 5
antenna_found_initial = 0
track_usage_pct = 2.197
overflow = 0
grt_pass1_vias = 249

[job]
log.warning_count = 32
cap_viol_max_count = 0

[floorplanning]
fp-utilization_pct = 6.190
coreArea_sq_um = 3416
rows = 21
ios = 14
fp.dieW_um = 80
die_h_um = 80
chip_area_sq_um = 6400

[worst_setup_path]
critPathKind = "in2out"
worstPathArrival_ps = 3810
required_ps = 3920
worst_setup_path_end_kind = "output pin"
crit_path_max_fanout = 3
setup.worst_path.start_class = "input port"

[placement]
gp_congestion = 0.7968
port_buffers = 14
hpwl_um = 653.3
post_dp_cell_area_sq_um = 416.7

[status]
outcome = "completed"

[worst_hold_path]
hp-class = "in2out"
[critical path, stage by stage]
cell and delay [ps]:
clkdlybuf4s50_1 430, fa_2 390, fa_2 520, inv_1 70
ha_2 180, a31o_1 220, o31ai_4 310, mux2i_1 210
clkdlybuf4s50_1 480
[per-layer routing]
layer,up-vias,global-route usage [%],share of wire [%]
met5,-,0,0
met4,0,0,0
met3,0,1.591,22
met2,13,2.809,31
met1,101,3.044,47
li1,121,-,-
[final cells by class]
type                            count  area share, %
Inverter                            2          1.648
Timing Repair Buffer               18          37.91
Tap cell                           46          12.64
Multi-Input combinational cell     20          47.80
[power by group through the flow]
stage | clock (uW) | combinational, uW | sequential (uW)
6_report | 0 | 82.8 | 0
5_1_grt | 0 | 92.0 | 0
4_1_cts | 0 | 72.4 | 0
[layout by cell type, fill, tap and decap left out, types with 2 or more instances in the layout]
cell / netlist / final
buf_4: 0 / 4
ha_1: 4 / 3
inv_1: 2 / 2
fa_2: 0 / 2
a21oi_1: 3 / 3
clkdlybuf4s50_1: 0 / 13
xnor2_1: 2 / 2
[kinds of logic after synthesis]
kind of cell	count (synthesis)	share of synthesized area [%]
AND-OR/OR-AND	8	32.55
adder cells (fa/ha/maj)	6	42.61
AND/OR/NAND/NOR	3	8.286
XOR/XNOR	2	8.286
buffers and inverters	2	3.552
multiplexers	1	4.734
[path summary, 6_finish.rpt]
check             startpoint     end  slack, ps  cells past startpoint
setup / recovery        B[0]  Sum[2]        110                      9
hold / removal           Cin  Sum[0]       2770                      3
[metrics by stage]
| step | setup TNS (ps) | setup WS [ps] | cells | power (uW) |
|---|---|---|---|---|
| finish | 0 | 108.6 | 86 | 82.81 |
| floorplan | 0 | 1062 | 22 | 31.79 |
| global route | -2.468 | -2.468 | 86 | 92.03 |
| global placement | -7.252 | -7.252 | 83 | 70.43 |
| CTS | 0 | 8.609 | 83 | 72.42 |
| detailed placement | -60.96 | -60.96 | 83 | 72.45 |
[timing repair]
action                                  CTS  global route
endpoints found under the hold margin     0             0
pin swaps                                 1             2
buffers inserted                          0             3
resized                                   0             6
endpoints found under the setup margin    1             3
hold buffers                              0             0
No activity file was given, so power comes from the tool's default toggle rates.
