==> design/flow/design.v <==
module top_module(a, out);
  input [3:0] a;         
  output [3:0] out;
  wire [3:0] b, c, d;    
  wire [3:0] L, M;
  module_x mx(.grey(a), .binary(b));
  assign c = b;
  module_y my(.in(c), .out(d));
  assign L = d;
  assign M = b;
  module_z mz(.L(L), .M(M), .out(out));
endmodule
module module_x(grey, binary);
  input [3:0] grey;
  output [3:0] binary;
  assign binary[3] = grey[3];
  assign binary[2] = grey[2] ^ binary[3];
  assign binary[1] = grey[1] ^ binary[2];
  assign binary[0] = grey[0] ^ binary[1];
endmodule
module module_y(in, out);
  input [3:0] in;
  output [3:0] out;
  wire [3:0] temp;
  assign temp = ~in + 4'b0001;
  assign out[3] = temp[0];
  assign out[2] = temp[1];
  assign out[1] = temp[2];
  assign out[0] = temp[3];
endmodule
module module_z(L, M, out);
  input [3:0] L, M;
  output reg [3:0] out;
  reg [4:0] temp;
  always @(*) begin
    temp = M + (~L + 4'b0001);
    if (temp[4] == 0)
      out = ~temp[3:0] + 4'b0001;
    else
      out = temp[3:0];
  end
endmodule
==> design/flow/run.sh <==
#!/bin/bash
# OpenROAD 26Q1-2900-gdf79404cd8, Yosys 0.63+post, stock flow scripts
make -C /OpenROAD-flow-scripts/flow DESIGN_CONFIG=/design/flow/config.mk WORK_HOME=/design/flow/orfs finish
==> design/flow/config.mk <==
export PLATFORM = sky130hd
export DESIGN_NAME = top_module
export DESIGN_NICKNAME = top_module
export VERILOG_FILES = /design/flow/design.v
export SDC_FILE = /design/flow/constraint.sdc
export NUM_CORES = 4
export LEC_CHECK = 1
export CORE_AREA = 10 10 70 70
export DIE_AREA = 0 0 80 80
==> design/flow/constraint.sdc <==
current_design top_module

set clk_period 1.0
set clk_io_pct 0.2

create_clock -name clk0 -period $clk_period

set non_clock_inputs [all_inputs -no_clocks]
set_input_delay [expr $clk_period * $clk_io_pct] -clock clk0 $non_clock_inputs
set_output_delay [expr $clk_period * $clk_io_pct] -clock clk0 [all_outputs]
==> results.ini <==
[status]
status = complete, but fails checks
violations = setup timing

[layout]
area_growth_pct = 153.5
regArea_um2 = 0
fillers = 372
final_common_cell = buf_4
clkbuf_count = 0
stdcell_area_um2 = 688.2
n_sequential_cell = 0
drive_gt1_share_pct = 85.25
stdcell_count = 107
lay_top_cells = 15 x buf_4, 6 x buf_6, 5 x inv_2, 4 x buf_2
finish.utilization_pct = 20.15

[floorplanning]
core_area_um2 = 3416
rows = 21
die_w_um = 80
ioPinCount = 8
dieArea_um2 = 6400
die.size.y_um = 80
fp-utilization_pct = 7.949

[global_route]
grt_max_degree = 8
antenna_found_initial = 0
grtUsageTotal_pct = 2.359
grt_pass1_wl_um = 1276
grt_pass1_vias = 285
gr-total-overflow = 0

[power]
finalPower_mw = 0.9391
p_clk_share_pct = 0
power_frac_comb_pct = 100.0
p_int_mw = 0.6000
p_leak_nw = 0.2983
switching_share_pct = 36.10
ir_worst_vdd_mv = 0.4796
power_density_nw_per_um2 = 1365
power_switching_mw = 0.3390
p_seq_share_pct = 0

[timing]
clock.fmax_ghz = 0.3619
hold_violations = 0
finalWorstSetupSlack_ns = -1.763
slew_viol_final = 0
timing.hold.ws_ns = 1.125
tightest_slew_ns = 0.4082
rsz0062_at_grt = true
finalSetupViolCount = 4
period_used_pct = 276.3
setup_tns_ns = -6.352
maxSlewHeadroom_pct = 72.50
min_period_ns = 2.763

[yosys]
synthCells = 33
ys_chip_area_um2 = 271.5
syn_area_per_cell_um2 = 8.228
postSynthSeqShare_pct = 0
synth_cell_type_count = 20
synth_area_um2 = 271.5
ys_cells = 33
ys_warn_count = 1

[setup_path]
crit_fanout = 3
worstSetupPathType = input pin to output port
required_ns = 0.80
start_kind = input pin
end_kind = output port
arrival_ns = 2.56

[placement]
io_buffers = 8
routabilityCongestion = 0.7608
hpwl_um = 596.4
place_inst = 97
place_ws_ns = -2.481
placed_cell_area_um2 = 563.0

[drt]
ant_nets = 0
avgRoutedWirePerCell_um = 7.822
drt_iter0_drc = 4
num_vias = 306
drc = 0
first_pass_iters = 3
vias_per_cell = 2.860
diodes = 0
drt-total-wl_um = 837

[min_path]
hp-class = input pin to output port

[run]
tool_warnings = 35
cap_violations = 0

-- per-layer routing --
layer / up-vias / share of wire (%) / track usage, %
met5: - / 0 / 0
met4: 0 / 0 / 0
met3: 0 / 4.2 / 0.4545
met2: 3 / 49 / 4.173
met1: 133 / 47 / 3.048
li1: 170 / - / -
-- cell families after synthesis --
group	Yosys count	synth area share, %
AOI/OAI and AO/OA	8	23.04
xor gates and xnor gates	7	25.35
and+or+nand+nor	6	12.45
buffers and inverters	6	11.98
adders and majority gates	5	23.04
muxes	1	4.147
-- Yosys cell counts (all sizes together) --
| cell type | n | area [um^2] |
|---|---|---|
| xor2 | 2 | 17.52 |
| nand2 | 2 | 7.510 |
| ha | 5 | 62.56 |
| a21oi | 2 | 13.76 |
| mux2 | 1 | 11.26 |
| clkbuf | 1 | 13.76 |
| or2b | 1 | 8.760 |
| nor3b | 1 | 7.510 |
| xnor2 | 5 | 51.30 |
| nor2 | 2 | 10.01 |
| inv | 5 | 18.77 |
| a211oi | 1 | 12.51 |
| a31o | 1 | 8.760 |
| a22oi | 1 | 7.510 |
| o21ai | 2 | 13.76 |
| a31oi | 1 | 6.260 |
-- cell type report --
| class | instances | area, um^2 | share of cell area (%) |
|---|---|---|---|
| inverters | 5 | 18.77 | 2.727 |
| multi-input cells | 27 | 362.8 | 52.73 |
| well taps | 46 | 57.56 | 8.364 |
| repair buffers | 29 | 249.0 | 36.18 |
-- power groups by stage --
stage	Sequential [mW]	Combinational [mW]	Clock, mW
6_report	0	0.939	0
5_1_grt	0	1.03	0
4_1_cts	0	0.766	0
-- path summary, 6_finish.rpt --
path                  start  endpoint  slack (ns)  depth (start not counted)
worst min-delay path   a[3]    out[3]        1.13                          7
worst max-delay path   a[2]    out[1]       -1.76                         16
-- repair_timing --
item,4_1_cts,5_1_grt
hold buffers,0,0
setup buffers,6,5
setup endpoints to repair,4,4
pin swaps,12,9
gates resized,34,12
-- worst max-delay path, stage by stage --
cell and delay [ns]:
buf_8 0.10, xnor2_4 0.16, inv_2 0.07, ha_4 0.28, xor2_4 0.17, buf_4 0.13, buf_4 0.11, ha_4 0.13
inv_2 0.04, ha_4 0.15, nor2_4 0.13, a21oi_2 0.08, a211oi_2 0.23, buf_4 0.17, mux2_4 0.30, buf_2 0.11
No activity file was given, so power comes from the tool's default toggle rates.
