File: design.v
module ripple_carry4(A,B,Cin,Sum,Cout);
    input [3:0] A,B;
    input Cin;
    output [3:0]Sum;
    output Cout;
    wire C1, C2, C3;
    full_adder FA0(A[0], B[0], Cin, Sum[0], C1);
    full_adder FA1(A[1], B[1], C1, Sum[1], C2);
    full_adder FA2(A[2], B[2], C2, Sum[2], C3);
    full_adder FA3(A[3], B[3], C3, Sum[3], Cout);
endmodule
module full_adder(a,b,cin,sum,cout);
    input a,b,cin;
    output sum,cout;
    assign sum = a ^ b ^ cin;
    assign cout = (a & b) | (cin & (a ^ b));
endmodule
File: run.sh
#!/bin/bash
# OpenROAD 26Q1-2900-gdf79404cd8, Yosys 0.63+post, stock flow scripts
make -C /OpenROAD-flow-scripts/flow DESIGN_CONFIG=/design/flow/config.mk WORK_HOME=/design/flow/orfs finish
File: config.mk
export PLATFORM = sky130hd
export DESIGN_NAME = ripple_carry4
export DESIGN_NICKNAME = ripple_carry4
export VERILOG_FILES = /design/flow/design.v
export SDC_FILE = /design/flow/constraint.sdc
export NUM_CORES = 4
export LEC_CHECK = 1
export CORE_AREA = 10 10 70 70
export DIE_AREA = 0 0 80 80
File: constraint.sdc
current_design ripple_carry4

set clk_period 5.0
set clk_io_pct 0.2

create_clock -name clk0 -period $clk_period

set non_clock_inputs [all_inputs -no_clocks]
set_input_delay [expr $clk_period * $clk_io_pct] -clock clk0 $non_clock_inputs
set_output_delay [expr $clk_period * $clk_io_pct] -clock clk0 [all_outputs]
==> impl_metrics.toml <==
# generated from flow reports
[run_status]
status = "finished, final reports clean"

[route]
vias_per_cell = 1.62
drt-initial-drc-count = 0
wl_per_cell_microns = 5.51
dr_total_vias = 120
drt_first_pass_iters = 1
antenna_cells = 0
ant_nets = 0
wl_microns = 408
drc = 0

[critical_path]
critPathLaunchType = "primary input"
critPathSlowestCell = "clkdlybuf4s50_1"
arrival_ns = 3.44
crit_buf_inv = 6
critical_path.max_fanout = 1
path_delay_family = "adder cells"
crit_type = "primary input to output pin"
critPathLaunch = "A[0]"
slowest_delay_ns = 0.46
endpoint = "Sum[3]"
endpoint_kind = "output pin"
crit_cells = 10
worstPathRequired_ns = 4.00
crit_path_cell_trace = "clkdlybuf4s50_1, inv_1, fa_1, inv_1, fa_1, fa_1, inv_1, fa_1, inv_1, clkdlybuf4s50_1"

[pwr]
leakagePower_uw = 0.000137
worst_ir_drop_vdd_mv = 0.0319
powerDensity_mw_per_mm2 = 90.3

[final_timing]
hold_violations = 0
fmax_ghz = 0.225
tns_ns = 0
finalCritPeriodShare = 0.888
worst_pin_slew_ns = 0.105
slew_headroom = 0.930
setup_ws_ns = 0.561
slew_violations = 0
setup_violations = 0
rsz0062_at_grt = "no"
final.min_clock_period_ns = 4.44

[floorplan]
rows = 21
dieArea_sq_mm = 0.00640
fp_util = 0.0432
core_area_sq_mm = 0.00342
die_h_microns = 80
pin_count = 14
die.size.x_microns = 80

[layout]
ff_count = 0
n_clock_buffer = 0
regArea_sq_um = 0
drive_gt1_frac = 0
synthToLayoutAreaGrowth_pct = 114
stdcell_area_sq_um = 315

[clock_tree]
cts_resized = 0
post-cts-setup-buffer-count = 0
holdBufCountCts = 0

[placement]
placed_cell_area_sq_um = 315
io_buffers = 14
place_ws_ns = 0.536
gp_congestion = 0.828
hpwl_microns = 405

[synthesis]
yosys.stat.chipArea_sq_um = 148
syn_area_per_cell_sq_um = 8.20
ys_cells = 18
yosys_warnings = 0
syn_inst = 18
ys_types = 3
yosysSeqAreaShare = 0
syn_area_sq_um = 148

[global_routing]
antenna_found_initial = 0
grt_max_degree = 2
grt_pass1_vias = 143
grt_first_pass_wirelength_microns = 607
grt_util_all_layers = 0.0120
gr-total-overflow = 0

[worst_hold_path]
hold_path.class = "primary input to output pin"

[run]
drv_cap = 0
warning_count = 32
## report_power, final
part / leakage [uW] / switching (uW) / total, uW / internal (uW)
logic: 0.000137 / 8.07 / 28.5 / 20.4
clock network: 0 / 0 / 0 / 0
registers: 0 / 0 / 0 / 0
## worst min path at each step
stage         cells after the start  slack [ns]  endpoint  from
CTS                               5        3.07    Sum[0]   Cin
global route                      5        3.10    Sum[0]   Cin
finish                            5        3.05    Sum[3]  B[3]
## area by class of cell
type | count | area [sq um]
multi-input combinational | 4 | 80.1
timing repair buffer | 14 | 140
fill | 401 | 3100
tap | 46 | 57.6
inverter | 10 | 37.5
## per-layer routing
layer	vias to the layer above	GRT usage	share of wire
li1	60	-	-
met1	46	0.0193	0.55
met2	14	0.0112	0.17
met3	0	0.0102	0.28
met4	0	0	0
met5	-	0	0
## per-stage QoR
stage	utilization	total power [uW]	cells	hold WS [ns]
6_report	0.0923	28.5	74	3.05
5_1_grt	0.0923	33.5	74	3.10
4_1_cts	0.0923	29.3	74	3.07
3_5_place_dp	0.0923	29.1	74	3.06
3_3_place_gp	0.0923	28.9	74	3.04
2_1_floorplan	-	13.7	18	2.22
## cells by family after synthesis
logic type | count (synthesis) | synth area share
buf+inv | 14 | 0.458
fa+ha+maj | 4 | 0.542
## cells in the final DEF, fill, tap and decap left out, drive strengths merged
cell,count
inv,10
clkdlybuf4s50,14
fa,4
## Yosys cell counts, drive strengths merged
library cell / n / area (sq um)
inv: 10 / 37.5
buf: 4 / 30.0
fa: 4 / 80.1
No activity file was given, so power comes from the tool's default toggle rates.
